## flow/design.v

```verilog
`timescale 1ns / 1ps
module full_adder(a, b, c_in, sum,c_out);
input  a;
input  b;
input  c_in;
output sum;
output c_out;
wire w_sum1;
wire w_carry1;
wire w_carry2;
assign c_out = w_carry1 | w_carry2;
half_adder u1_half_adder
(
.a(a),
.b(b),
.sum(w_sum1),
.carry(w_carry1)
);                    
half_adder u2_half_adder
(
.a(w_sum1),
.b(c_in),
.sum(sum),
.carry(w_carry2)
);               
endmodule
`timescale 1ns / 1ps
module half_adder (a, b, sum, carry);
input  a;
input  b;
output sum;
output carry;
assign sum = a^b;
assign carry = a&b;
endmodule
`timescale 1ns / 1ps
module rca_diff(a, b, cin, sum, cout);
input [07:0] a;
input [07:0] b;
input cin;
output [7:0]sum;
output cout;
reg [07:0] b2;
integer i;
wire[6:0] c;
full_adder a1(a[0],!b[0],cin,sum[0],c[0]);
full_adder a2(a[1],!b[1],c[0],sum[1],c[1]);
full_adder a3(a[2],!b[2],c[1],sum[2],c[2]);
full_adder a4(a[3],!b[3],c[2],sum[3],c[3]);
full_adder a5(a[4],!b[4],c[3],sum[4],c[4]);
full_adder a6(a[5],!b[5],c[4],sum[5],c[5]);
full_adder a7(a[6],!b[6],c[5],sum[6],c[6]);
full_adder a8(a[7],!b[7],c[6],sum[7],cout);
endmodule
```

## flow/run.sh

```bash
#!/bin/bash
# OpenROAD 26Q1-2900-gdf79404cd8, Yosys 0.63+post, stock flow scripts
make -C /OpenROAD-flow-scripts/flow DESIGN_CONFIG=/design/flow/config.mk WORK_HOME=/design/flow/orfs finish
```

## flow/config.mk

```make
export PLATFORM = sky130hd
export DESIGN_NAME = rca_diff
export DESIGN_NICKNAME = rca_diff
export VERILOG_FILES = /design/flow/design.v
export SDC_FILE = /design/flow/constraint.sdc
export NUM_CORES = 4
export LEC_CHECK = 1
export CORE_AREA = 10 10 70 70
export DIE_AREA = 0 0 80 80
```

## flow/constraint.sdc

```tcl
current_design rca_diff

set clk_period 7.8
set clk_io_pct 0.2

create_clock -name clk0 -period $clk_period

set non_clock_inputs [all_inputs -no_clocks]
set_input_delay [expr $clk_period * $clk_io_pct] -clock clk0 $non_clock_inputs
set_output_delay [expr $clk_period * $clk_io_pct] -clock clk0 [all_outputs]
```

==> flow_summary.json <==
{
  "outcome": "finished clean",
  "grt_usage": 0.0223,
  "drive_above_1_share": 0,
  "synthCells": 32,
  "antenna_found_initial": 0,
  "crit_end": "sum[7]",
  "cp.required_ns": 6.24,
  "die-area_sq_um": 6400,
  "totalWireLength_um": 764,
  "post_cts_buffers": 0,
  "avgSynthCellArea_sq_um": 8.76,
  "die_w_um": 80,
  "yosysMostFrequentCell": "inv_1",
  "startpoint_type": "input port",
  "tightest_slew_ns": 0.0947,
  "regArea_sq_um": 0,
  "yosysSeqAreaShare": 0,
  "fin_tns_setup_ns": 0,
  "drtAntennaViolNets": 0,
  "fillers": 397,
  "maxSlewHeadroom": 0.937,
  "log.warning_count": 32,
  "endpoint_kind": "primary output",
  "cap_violations": 0,
  "dpl.hpwl_um": 763,
  "cts-resized-gates": 0,
  "setup_viol": 0,
  "grt_max_degree": 2,
  "die_h_um": 80,
  "drv_slew": 0,
  "firstDrtPassIters": 2,
  "cp_max_fo": 1,
  "yosys_cells": 32,
  "ir_drop_mv": 0.0246,
  "top_cells_by_area": "fa_1 (57%), buf_4 (21%), inv_1 (21%)",
  "io_buffer_count": 26,
  "gp_congestion": 0.819,
  "antennaDiodeCount": 0,
  "via_count": 231,
  "final-hold-violation-count": 0,
  "drt_iter0_drc": 1,
  "yosysWarnings": 0,
  "routed_via_density": 2.41,
  "fp_util": 0.0821,
  "startpoint": "a[0]",
  "row_count": 21,
  "rsz0062_at_grt": "false",
  "numSequentialCells": 0,
  "crit_arrival_ns": 5.44,
  "grt_pass1_vias": 254,
  "power_density_nw_per_um2": 66.4,
  "cts_hold_buf": 0,
  "ys_area_sq_um": 280,
  "synthesis.area_sq_um": 280,
  "timing.final.crit_share": 0.898,
  "synthDistinctLibCells": 3,
  "largest_area_cell": "fa_1",
  "hold_class": "in2out",
  "criticalPathCategory": "in2out",
  "n_clock_buffer": 0,
  "ios": 26,
  "hp-start": "b[1]",
  "grt_overflow": 0,
  "placed_area_sq_um": 538,
  "avgRoutedWirePerCell_um": 7.96,
  "route.detailed.drc": 0,
  "core_area_sq_um": 3420,
  "leakage_nw": 0.245,
  "timing.fmax_mhz": 143,
  "top_cell_area_share": 0.571,
  "grt_pass1_wl_mm": 1.15,
  "min_period_ns": 7.00,
  "syn2layout_area_growth_pct": 92.0,
  "ys_top_cells_by_count": "inv_1 (16), buf_4 (8), fa_1 (8)",
  "fin_area_sq_um": 538
}
-- cell usage in the layout (no fill, tap or decap) --
cell type        netlist  routed
inv_1                 16      16
clkdlybuf4s50_1        0      26
fa_1                   8       8
-- through the flow --
step | util | total power [W] | hold WS, ns | worst slack, ns | cells
floorplan | - | 0.0000187 | 3.23 | 1.60 | 32
detailed placement | 0.158 | 0.0000365 | 4.19 | 0.765 | 96
global placement | 0.158 | 0.0000367 | 4.18 | 0.774 | 96
CTS | 0.158 | 0.0000371 | 4.19 | 0.746 | 96
finish | 0.158 | 0.0000357 | 4.18 | 0.799 | 96
global route | 0.158 | 0.0000417 | 4.23 | 0.644 | 96
-- report_power, final --
part	internal [W]	switching [W]	leakage [nW]
clock network	0	0	0
logic	0.0000260	0.00000965	0.245
registers	0	0	0
-- critical path, cell delays in order --
cell	delay, ns
clkdlybuf4s50_1	0.48
fa_1	0.17
inv_1	0.05
fa_1	0.37
fa_1	0.38
fa_1	0.38
fa_1	0.39
fa_1	0.39
fa_1	0.37
inv_1	0.07
fa_1	0.41
clkdlybuf4s50_1	0.42
-- how the worst min path moves through the flow --
stage            end  cells past startpoint
CTS           sum[1]                      4
global route  sum[0]                      3
finish        sum[1]                      4
-- routing by layer --
metal  part of all wire  global-route usage  up-vias
met5                  0                   0        -
met4                  0                   0        0
li1                   -                   -      108
met2               0.23              0.0241       25
met3               0.32              0.0261        0
met1               0.44              0.0290       98
-- final cells by class --
type               instances  area, sq um  area share
well taps                 46         57.6       0.107
multi-input cells          8          160       0.298
inverters                 16         60.1       0.112
repair buffers            26          260       0.484
-- kinds of logic after synthesis --
| logic type | after synthesis | synth area share |
|---|---|---|
| adders and majority gates | 8 | 0.571 |
| buffers and inverters | 24 | 0.429 |
Power and IR drop assume default switching activity.
