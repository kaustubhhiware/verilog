[/design/flow/config.mk]
export PLATFORM = sky130hd
export DESIGN_NAME = lac_unit
export DESIGN_NICKNAME = lac_unit
export VERILOG_FILES = /design/flow/design.v
export SDC_FILE = /design/flow/constraint.sdc
export NUM_CORES = 4
export LEC_CHECK = 1
export CORE_AREA = 10 10 90 90
export DIE_AREA = 0 0 100 100
[/design/flow/constraint.sdc]
current_design lac_unit

set clk_period 3.9
set clk_io_pct 0.2

create_clock -name clk0 -period $clk_period

set non_clock_inputs [all_inputs -no_clocks]
set_input_delay [expr $clk_period * $clk_io_pct] -clock clk0 $non_clock_inputs
set_output_delay [expr $clk_period * $clk_io_pct] -clock clk0 [all_outputs]
[/design/flow/design.v]
`timescale 1ns / 1ps
module cla_4bit(
    output [3:0] S,
    output Cout,Po,Go,
    input [3:0] A,B,
    input Cin
    );
  wire [3:0] G,P,C;
    assign G = A & B;  
    assign P = A ^ B;  
    assign C[0] = Cin;
    assign C[1] = G[0] | (P[0] & C[0]);
    assign C[2] = G[1] | (P[1] & G[0]) | (P[1] & P[0] & C[0]);
    assign C[3] = G[2] | (P[2] & G[1]) | (P[2] & P[1] & G[0]) |             (P[2] & P[1] & P[0] & C[0]);
    assign Cout = G[3] | (P[3] & G[2]) | (P[3] & P[2] & G[1]) | (P[3] & P[2] & P[1] & G[0]) |(P[3] & P[2] & P[1] & P[0] & C[0]);
    assign S = P ^ C;
    assign Po = P[3] & P[2] & P[1] & P[0];
    assign Go = G[3] | (P[3] & G[2]) | (P[3] & P[2] & G[1]) | (P[3] & P[2] & P[1] & G[0]);
endmodule
`timescale 1ns / 1ps
module lac_unit(
    output [15:0]S,
    output [3:0]P,
    output [3:0]G,
	 output Cout,
    input [15:0]A,
    input [15:0]B,
    input Cin
    );
	wire [2:0]carry;
cla_4bit a1(.S(S[3:0]),.Cout(carry[0]),.Po(P[0]),.Go(G[0]),.A(A[3:0]),.B(B[3:0]),.Cin(Cin));
cla_4bit a2(.S(S[7:4]),.Cout(carry[1]),.Po(P[1]),.Go(G[1]),.A(A[7:4]),.B(B[7:4]),.Cin(carry[0]));
cla_4bit a3(.S(S[11:8]),.Cout(carry[2]),.Po(P[2]),.Go(G[2]),.A(A[11:8]),.B(B[11:8]),.Cin(carry[1]));
cla_4bit a4(.S(S[15:12]),.Cout(Cout),.Po(P[3]),.Go(G[3]),.A(A[15:12]),.B(B[15:12]),.Cin(carry[2]));
endmodule
[/design/flow/run.sh]
#!/bin/bash
# OpenROAD 26Q1-2900-gdf79404cd8, Yosys 0.63+post, stock flow scripts
make -C /OpenROAD-flow-scripts/flow DESIGN_CONFIG=/design/flow/config.mk WORK_HOME=/design/flow/orfs finish
==> summary.txt <==
Synth top cell by count: ha_1
Vias in the first global route: 971
Max Clk Rate: 0.259 GHz
Final Setup Violations: 0
WL final: 2870 um
Total Routing Usage GR: 5.51%
DRT iter0 DRCs: 54
Post-synth top cells: 16 x ha_1, 11 x a21o_1, 8 x buf_4
Avg Cell Area, Syn: 8.63 um^2
Final std cells w/o fill: 248
Crit. End Element: output port
Total number of vias: 986
RSZ-0062 raised after global routing: true
Area growth syn-to-layout: 120%
Gr ovfl total: 0
Peak VDD IR: 0.0659 mV
HPWL after detailed placement: 2610 um
Ratio of final minimum period to clock period: 99.0%
I/O pin cnt: 58
Die Wd: 100 um
Antenna-violating nets left: 0
Core area: 0.00628 mm^2
Synth area leader: ha_1
Final WS setup: 0.0387 ns
RD Place Congestion: 0.772
Slew Limit Headroom: 84.1%
P_leak: 0.807 nW
Max Cap Violations: 0
Critical path class: input port to output port
Ant. Diodes: 0
Post-place setup slack: -0.475 ns
Residual DRC: 0
Layout cell share with drive strength beyond 1: 26.9%
Synth Warn #: 0
First-pass GRT wire length: 4660 um
Cell Type Count: 30
Area share, top type: 25.8%
WP data arrival: 3.08 ns
1st-pass router iterations: 4
Clock buf count: 0
PwrDens: 158 mW/mm^2
Number of cells in Yosys stat: 90
I/O Buffers: 58
WHS: 2.10 ns
Flops: 0
Min cycle time layout: 3.86 ns
Min-Delay Path Class: input port to output port
FP Rows: 29
Post-synthesis cell area: 777 um^2
FILL cells: 657
Antenna violations before repair: 0
Syn Inst Count: 90
Die Area: 0.0100 mm^2
Post-synth area from yosys stat: 777 um^2
Power, Total: 0.270 mW
CP Max Fanout: 2
Flop area: 0 um^2
Max Slew Vio Count: 0
Floorplan core density: 12.4%
Req. time, crit path: 3.12 ns
Hold Path Cell Cnt: 3
Biggest area cells: ha_1 26%, a21o_1 11%, fa_1 10%
Final hold vios: 0
Status: complete, no violations
DR vias/cell: 3.98
Cells after DPL: 244
Worst-Margin Slew: 0.239 ns
Die height: 100 um
Crit path launch type: input port
Pin count of the biggest net entering global routing: 8
Tool warnings: 34
Post-detailed-route wirelength per cell: 11.6 um
Register area share after synthesis: 0%
final timing paths:
kind / from / slack (ns) / to
setup / recovery: A[1] / 0.04 / S[13]
hold / removal: B[8] / 2.10 / S[8]
critical path, stage by stage:
cell           delay [ns]
dlygate4sd2_1        0.23
ha_1                 0.31
and3_4               0.19
a221o_1              0.36
a22o_1               0.23
or2_4                0.24
fa_2                 0.36
xor2_1               0.14
dlygate4sd2_1        0.24
routing by layer:
| metal | global-route usage, % | part of all wire, % |
|---|---|---|
| met5 | 0 | 0 |
| met4 | 0.652 | 1.5 |
| met3 | 0.625 | 3.5 |
| met2 | 10.4 | 54 |
| met1 | 6.70 | 41 |
kinds of logic (layout without fill, tap and decap cells):
kind of cell               count (synthesis)  in the layout  share of synthesized area (%)
AOI/OAI and AO/OA                         30             30                           28.5
adders and majority gates                 20             20                           36.1
and+or+nand+nor                           17             17                           14.0
buffers and inverters                     13             94                           10.1
xor gates and xnor gates                  10             10                           11.3
cell usage in the layout, fill, tap and decap left out, drive strengths merged:
master | synthesis | final
inv | 5 | 5
a31o | 2 | 2
nand2 | 1 | 1
and3 | 1 | 1
a31oi | 1 | 1
a221oi | 1 | 1
or2 | 1 | 1
a311oi | 1 | 1
ha | 16 | 16
o311a | 1 | 1
xor2 | 3 | 3
nor2b | 2 | 2
xnor2 | 7 | 7
o21bai | 1 | 1
o2111ai | 1 | 1
nor2 | 1 | 1
a211oi | 1 | 1
clkdlybuf4s15 | 0 | 2
nor3 | 1 | 1
and4 | 3 | 3
dlymetal6s2s | 0 | 3
and2 | 3 | 3
clkdlybuf4s50 | 0 | 38
a221o | 2 | 2
dlygate4sd2 | 0 | 14
a22o | 1 | 1
a21o | 11 | 11
buf | 8 | 32
a21oi | 6 | 6
or3 | 2 | 2
fa | 4 | 4
o21ai | 1 | 1
nand4 | 1 | 1
nand3 | 1 | 1
stage by stage:
stage                     util [%]  area, um^2  TNS [ns]
after CTS                     26.4        1660  -0.00939
after global placement        25.4        1600     -3.22
final                         27.2        1710         0
after floorplan                  -         777         0
after global routing          27.2        1710   -0.0512
after detailed placement      25.4        1600     -3.45
repair_timing:
action	CTS	global route
resized	33	5
setup buffers	2	2
endpoints found under the setup margin	13	5
hold buffers	0	0
hold endpoints to repair	0	0
pin swaps	15	7
power breakdown:
group	internal, mW	leakage [nW]	total (mW)	switching (mW)
Clock	0	0	0	0
Sequential	0	0	0	0
Combinational	0.181	0.807	0.270	0.0889
Total	0.181	0.807	0.270	0.0889
layout make-up:
cell class	instances	area, um^2	area share, %
Inverter	5	18.8	1.10
Multi-Input combinational cell	77	786	46.0
Tap cell	77	96.3	5.65
Timing Repair Buffer	89	806	47.2
No activity file was given, so power comes from the tool's default toggle rates.
