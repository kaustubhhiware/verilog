===== design/flow/run.sh =====
#!/bin/bash
# OpenROAD 26Q1-2900-gdf79404cd8, Yosys 0.63+post, stock flow scripts
make -C /OpenROAD-flow-scripts/flow DESIGN_CONFIG=/design/flow/config.mk WORK_HOME=/design/flow/orfs finish

===== design/flow/constraint.sdc =====
current_design rca16bit

set clk_period 18.9
set clk_io_pct 0.2

create_clock -name clk0 -period $clk_period

set non_clock_inputs [all_inputs -no_clocks]
set_input_delay [expr $clk_period * $clk_io_pct] -clock clk0 $non_clock_inputs
set_output_delay [expr $clk_period * $clk_io_pct] -clock clk0 [all_outputs]

===== design/flow/design.v =====
`timescale 1ns / 1ps
module full_adder(a, b, c_in, sum,c_out);
input  a;
input  b;
input  c_in;
output sum;
output c_out;
wire w_sum1;
wire w_carry1;
wire w_carry2;
assign c_out = w_carry1 | w_carry2;
half_adder u1_half_adder
(
.a(a),
.b(b),
.sum(w_sum1),
.carry(w_carry1)
);                    
half_adder u2_half_adder
(
.a(w_sum1),
.b(c_in),
.sum(sum),
.carry(w_carry2)
);               
endmodule
`timescale 1ns / 1ps
module half_adder (a, b, sum, carry);
input  a;
input  b;
output sum;
output carry;
assign sum = a^b;
assign carry = a&b;
endmodule
`timescale 1ns / 1ps
module rca16bit(a, b, sum, cout);
input [15:0] a;
input [15:0] b;
output [15:0]sum;
output cout;
wire[14:0] c;
full_adder a1(a[0],b[0],0,sum[0],c[0]);
full_adder a2(a[1],b[1],c[0],sum[1],c[1]);
full_adder a3(a[2],b[2],c[1],sum[2],c[2]);
full_adder a4(a[3],b[3],c[2],sum[3],c[3]);
full_adder a5(a[4],b[4],c[3],sum[4],c[4]);
full_adder a6(a[5],b[5],c[4],sum[5],c[5]);
full_adder a7(a[6],b[6],c[5],sum[6],c[6]);
full_adder a8(a[7],b[7],c[6],sum[7],c[7]);
full_adder a9(a[8],b[8],c[7],sum[8],c[8]);
full_adder a10(a[9],b[9],c[8],sum[9],c[9]);
full_adder a11(a[10],b[10],c[9],sum[10],c[10]);
full_adder a12(a[11],b[11],c[10],sum[11],c[11]);
full_adder a13(a[12],b[12],c[11],sum[12],c[12]);
full_adder a14(a[13],b[13],c[12],sum[13],c[13]);
full_adder a15(a[14],b[14],c[13],sum[14],c[14]);
full_adder a16(a[15],b[15],c[14],sum[15],cout);
endmodule

===== design/flow/config.mk =====
export PLATFORM = sky130hd
export DESIGN_NAME = rca16bit
export DESIGN_NICKNAME = rca16bit
export VERILOG_FILES = /design/flow/design.v
export SDC_FILE = /design/flow/constraint.sdc
export NUM_CORES = 4
export LEC_CHECK = 1
export CORE_AREA = 10 10 76 76
export DIE_AREA = 0 0 86 86

==> flow_summary.ini <==
; generated from flow reports
[grt]
antenna_found_initial = 0
grt.total_usage = 0.0381
grt_max_degree = 2
grt_pass1_wl_um = 2270
grt_overflow = 0
grt_pass1_vias = 429

[logic_synthesis]
synth.logic.top_family = adder cells
yosysTopAreaCell = fa_1
ys_sh_xor = 0
yosysTopAreaCellShare = 0.665
yosysWarnings = 1
ys_types = 4
synth-simple-area-share = 0
ys_sh_adder = 0.693
syn_area_sq_um = 452
synth_area_per_cell_sq_um = 12.2
topCellsByArea = fa_1, buf_4, inv_1
ys_cells = 37
aoi_share = 0
synth_cells = 37
mux_area_frac = 0
ys_area_sq_um = 452
seq_area_frac_synth = 0

[min_path]
worstHoldPathType = input port to output pin

[floorplanning]
num_rows = 23
die_w_um = 86
fp-utilization = 0.110
dieArea_sq_um = 7400
pin_count = 49
core_area_sq_um = 4120
die_h_um = 86

[run_status]
status = finished, final reports clean

[detailed_routing]
drtPass1Iterations = 1
routed_wl_um = 1510
wl_per_cell_um = 12.6
drt_iter0_drc = 0
route.detailed.drc = 0
vias = 356
antenna_cells = 0
viasPerCell = 2.97
antenna_left = 0

[timing]
worstMarginPinSlew_ns = 0.114
slew_viol_final = 0
hold_violations = 0
holdWs_ns = 8.59
max_freq_ghz = 0.0684
setup_tns_ns = 0
period_minus_slack_ns = 14.61
fin_crit_sh = 0.773
rsz0062_at_grt = no
layout_setup_ws_ns = 4.29
setup_viol = 0
slew_headroom = 0.924

[final_layout]
final_cell_area_sq_um = 885
syn2layout_area_growth_pct = 95.8
final_util = 0.215
lay_top_cells = clkdlybuf4s50_1, fa_1, inv_1
regArea_sq_um = 0
seq_cell_count = 0
layout_top_cell = clkdlybuf4s50_1
n_clock_buffer = 0
drive_gt1_frac = 0

[pwr]
p_clk_frac = 0
power_switching_share = 0.255
powerDensity_nw_per_um2 = 30.9
comb_power_share = 1.000
peakVddDrop_uv = 10.0
switching_power_mw = 0.00696
p_int_mw = 0.0204
p_leak_nw = 0.337
seq_power_share = 0

[placed_design]
portBuffers = 49
dpl-instance-area_sq_um = 885
place.gp.congestion = 0.876
dp_hpwl_um = 1490
preCtsSetupSlack_ns = 4.26

[worst_setup_path]
critical_path_class = input port to output pin
arrival_ns = 10.83
path_max_fanout = 1
startpoint_type = input port
cp-end-kind = output pin
required_ns = 15.12

[clocking]
hold_buffers = 0
cts_setup_buffers = 0
cts_resized = 0

[job]
warning_count = 32
max-cap-violations = 0
==> kinds of logic after synthesis <==
group      Yosys count
fa+ha+maj           16
buf+inv             21
==> routing by layer <==
metal,wire length [um],vias up,GRT usage
li1,-,157,-
met1,601,153,0.0446
met2,486,46,0.0500
met3,420,0,0.0400
met4,0,0,0
met5,0,-,0
==> critical path: stages <==
cell and delay [ns]:
clkdlybuf4s50_1 0.40, ha_1 0.20, fa_1 0.37, fa_1 0.39, fa_1 0.40, fa_1 0.40
fa_1 0.39, fa_1 0.38, fa_1 0.39, fa_1 0.39, fa_1 0.39, fa_1 0.39
fa_1 0.39, fa_1 0.39, fa_1 0.39, fa_1 0.36, inv_1 0.08, fa_1 0.42
inv_1 0.06, clkdlybuf4s50_1 0.47
==> final timing paths <==
kind	from	slack [ns]	depth (start not counted)	endpoint
min	b[0]	8.59	3	sum[0]
max	a[0]	4.29	20	sum[15]
==> cell usage after synthesis <==
master  number
buf_4       16
fa_1        15
inv_1        5
ha_1         1
==> power groups by stage <==
| stage | sequential [mW] | combinational [mW] | clock, mW |
|---|---|---|---|
| 6_report | 0 | 0.0273 | 0 |
| 5_1_grt | 0 | 0.0309 | 0 |
| 4_1_cts | 0 | 0.0283 | 0 |
==> stage by stage <==
stage	total power [mW]	instances
global route	0.0309	120
CTS	0.0283	120
floorplan	0.0131	37
global placement	0.0281	120
detailed placement	0.0280	120
finish	0.0273	120
==> final cells by class <==
cell class,count,area (sq um)
fill,441,3230
inverter,5,18.8
multi-input combinational,16,313
tap,50,62.6
timing repair buffer,49,490
Power figures rest on the tool's default switching activity, not on a simulated workload.
